==> design/flow/design.v <==
`timescale 1ns / 1ps
module ctrl(
    input [5:0] OpCode,
    input [5:0] Funct,
	 output [1:0] NPC_Sel,
	 output NPCOp,
    output [1:0] ExtOp,
	 output ALUSrc,
    output [2:0] ALUOp,
	 output MemWrite,
	 output [1:0] RegDst,
	 output [1:0] DataSrc,
    output RegWrite
    );
	assign nop = (OpCode == 6'b000000 && Funct == 6'b000000) ? 1 : 0;
	assign jr = (OpCode == 6'b000000 && Funct == 6'b001000) ? 1 : 0;
	assign jalr = (OpCode == 6'b000000 && Funct == 6'b001001) ? 1 : 0;
	assign addu = (OpCode == 6'b000000 && Funct == 6'b100001) ? 1 : 0;
	assign subu = (OpCode == 6'b000000 && Funct == 6'b100011) ? 1 : 0;
	assign slt = (OpCode == 6'b000000 && Funct == 6'b101010) ? 1 : 0;
	assign beq = (OpCode == 6'b000100) ? 1 : 0;
	assign addiu = (OpCode == 6'b001001) ? 1 : 0;
	assign ori = (OpCode == 6'b001101) ? 1 : 0;
	assign lui = (OpCode == 6'b001111) ? 1 : 0;
	assign lw = (OpCode == 6'b100011) ? 1 : 0;
	assign sw = (OpCode == 6'b101011) ? 1 : 0;
	assign j = (OpCode == 6'b000010) ? 1 : 0;
	assign jal = (OpCode == 6'b000011) ? 1 : 0;
	assign NPC_Sel = (nop + addu + subu + slt + addiu + ori + lui + lw + sw) ? 2'b00 :
	                 (j + jal) ? 2'b01 :
						  (beq) ? 2'b10 :
						  (jr + jalr) ? 2'b11 :
						  2'bxx;
	assign NPCOp = (j + jal) ? 1'b1 :
	               (beq) ? 1'b0 :
						1'bx;
	assign ExtOp = (ori) ? 2'b00 :
	               (addiu + lw + sw) ? 2'b01 :
						(lui) ? 2'b10 :
						2'bxx;
	assign ALUSrc = (jr + jalr + addu + subu + slt + beq) ? 1'b0 :
	                (addiu + ori + lui + lw + sw) ? 1'b1 :
						 1'bx;
	assign ALUOp = (addu + addiu + lw + sw) ? 3'b001 :
	               (subu + beq) ? 3'b010 :
						(jr + jalr + ori) ? 3'b100 :
						(slt) ? 3'b110 :
						(lui) ? 3'b111 :
						3'bxxx;
	assign MemWrite = (nop + jr + jalr + addu + subu + slt + beq + addiu + ori + lui + lw + j + jal) ? 1'b0 :
	                  (sw) ? 1'b1 :
							1'bx;
	assign RegDst = (addu + subu + slt) ? 2'b00 :
	                (addiu + ori + lui + lw) ? 2'b01 :
						 (jalr + jal) ? 2'b10 :
						 2'bxx;
	assign DataSrc = (addu + subu + slt + addiu + ori + lui) ? 2'b00 :
	                 (lw) ? 2'b01 :
						  (jalr + jal) ? 2'b10 :
						  2'bxx;
	assign RegWrite = (nop + jr + beq + sw + j) ? 1'b0 :
	                  (jalr + addu + subu + slt + addiu + ori + lui + lw + jal) ? 1'b1 :
							1'bx;
endmodule
`timescale 1ns / 1ps
module E(
    input [31:0] IRE,
    input [31:0] PC4E,
    input [31:0] RSE,
    input [31:0] RTE,
    input [31:0] EXTE,
    input Clk,
    input Reset,
    output reg [31:0] IRM,
    output reg [31:0] PC4M,
    output reg [31:0] AOM,
    output reg [31:0] RTM,
    input [2:0] Forward_RS_E_Sel,
    input [2:0] Forward_RT_E_Sel,
    input [31:0] AO,
    input [31:0] PC4fromM,
    input [31:0] MUX_RF_WD_OUT
    );
	wire [31:0] ALUSrcOut, C, MF_RS_E_OUT, MF_RT_E_OUT;
	wire [2:0] ALUOp;
	wire ALUSrc, N, Z, V, Carry;
	initial begin
		IRM = 32'b0;
		PC4M = 32'b0;
		AOM = 32'b0;
		RTM = 32'b0;
	end
	always @(posedge Clk) begin
		if (Reset) begin
			IRM = 32'b0;
			PC4M = 32'b0;
			AOM = 32'b0;
			RTM = 32'b0;
		end else begin
			IRM = IRE;
			PC4M = PC4E;
			AOM = C;
			RTM = MF_RT_E_OUT;
		end
	end
	ctrl controllerE (
    .OpCode(IRE[31:26]), 
    .Funct(IRE[5:0]), 
    .ALUSrc(ALUSrc), 
    .ALUOp(ALUOp)
    );
	alu ALUE (
    .A(MF_RS_E_OUT), 
    .B(ALUSrcOut), 
    .ALUOp(ALUOp), 
    .C(C), 
    .N(N), 
    .Z(Z), 
    .V(V), 
    .Carry(Carry)
    );
	MUX_ALU_B mux_alu_b_E (
    .Rd2(MF_RT_E_OUT), 
    .Ext(EXTE), 
    .ALUSrc(ALUSrc), 
    .ALUSrcOut(ALUSrcOut)
    );
	mf MF_RS_E (
    .AO(AO), 
    .PC4M(PC4fromM), 
    .Wd(MUX_RF_WD_OUT), 
    .Rd(RSE), 
    .Forward_Sel(Forward_RS_E_Sel), 
    .MF_OUT(MF_RS_E_OUT)
    );
	mf MF_RT_E (
    .AO(AO), 
    .PC4M(PC4fromM), 
    .Wd(MUX_RF_WD_OUT), 
    .Rd(RTE), 
    .Forward_Sel(Forward_RT_E_Sel), 
    .MF_OUT(MF_RT_E_OUT)
    );
endmodule
`timescale 1ns / 1ps
module alu(
    input [31:0] A,
    input [31:0] B,
    input [2:0] ALUOp,
    output reg [31:0] C,
    output N,
    output Z,
    output reg V,
    output reg Carry
    );
	assign N = C[31];
	assign Z = ~(|C);
	reg CS;
	always @(*) begin
		case (ALUOp)
			3'b000: begin
				C = 32'b0;
			end
			3'b001: begin
				{CS, C[30:0]} = A[30:0] + B[30:0];
				{Carry, C[31]} = A[31] + B[31] + CS;
				V = CS ^ Carry;
			end
			3'b010: begin
				{CS, C[30:0]} = A[30:0] - B[30:0];
				{Carry, C[31]} = A[31] - B[31] - CS;
				V = CS ^ Carry;
			end
			3'b011: begin
				C = A & B;
			end
			3'b100: begin
				C = A | B;
			end
			3'b101: begin
				C = A ^ B;
			end
			3'b110: begin
				C = (A<B) ? 32'b1 : 32'b0;
			end
			3'b111: begin
				C = B;
			end
		endcase
	end
endmodule
`timescale 1ns / 1ps
module mf(
    input [31:0] PC4E,
    input [31:0] AO,
    input [31:0] PC4M,
    input [31:0] Wd,
    input [31:0] Rd,
    input [2:0] Forward_Sel,
    output [31:0] MF_OUT
    );
	assign MF_OUT = (Forward_Sel == 3'b100) ? (PC4E+4) : 
	                (Forward_Sel == 3'b011) ? AO : 
						 (Forward_Sel == 3'b010) ? (PC4M+4) : 
						 (Forward_Sel == 3'b001) ? Wd : 
						 (Forward_Sel == 3'b000) ? Rd : 
						 3'bxxx; 
endmodule
`timescale 1ns / 1ps
module MUX_RF_A3(
    input [4:0] A3,
    input [4:0] A2,
    input [1:0] RegDst,
    output reg [4:0] RegDstOut
    );
	always @(*) begin
		case(RegDst)
			2'b00: begin
				RegDstOut = A3;
			end
			2'b01: begin
				RegDstOut = A2;
			end
			2'b10: begin
				RegDstOut = 31;
			end
		endcase
	end
endmodule
module MUX_ALU_B(
    input [31:0] Rd2,
	 input [31:0] Ext,
	 input ALUSrc,
	 output [31:0] ALUSrcOut
	 );
	assign ALUSrcOut = (ALUSrc == 1) ? Ext : Rd2;
endmodule
module MUX_RF_WD(
    input [31:0] C,
	 input [31:0] Dout,
	 input [31:0] PC,
	 input [1:0] DataSrc,
	 output reg [31:0] DataSrcOut
	 );
	always @(*) begin
		case (DataSrc)
			2'b00: begin
				DataSrcOut = C;
			end
			2'b01: begin
				DataSrcOut = Dout;
			end
			2'b10: begin
				DataSrcOut = PC;
			end
		endcase
	end
endmodule
module MUX_PC(
	 input [31:0] add4,
	 input [31:0] NPC,
	 input [31:0] mf,
	 input [1:0] NPC_Sel,
	 input Branch,
	 output reg [31:0] MUX_PC_OUT
	 );
	always @(*) begin
		case (NPC_Sel)
			2'b00: begin
				MUX_PC_OUT = add4;
			end
			2'b01: begin
				MUX_PC_OUT = NPC;
			end
			2'b10: begin
				MUX_PC_OUT = (Branch == 1) ? NPC : add4;
			end
			2'b11: begin
				MUX_PC_OUT = mf;
			end
		endcase
	end
endmodule
==> design/flow/run.sh <==
#!/bin/bash
# OpenROAD 26Q1-2900-gdf79404cd8, Yosys 0.63+post, stock flow scripts
make -C /OpenROAD-flow-scripts/flow DESIGN_CONFIG=/design/flow/config.mk WORK_HOME=/design/flow/orfs finish
==> design/flow/config.mk <==
export PLATFORM = sky130hd
export DESIGN_NAME = E
export DESIGN_NICKNAME = E
export VERILOG_FILES = /design/flow/design.v
export SDC_FILE = /design/flow/constraint.sdc
export NUM_CORES = 4
export LEC_CHECK = 1
export CORE_AREA = 10 10 251 251
export DIE_AREA = 0 0 261 261
==> design/flow/constraint.sdc <==
current_design E

set clk_period 23.5
set clk_io_pct 0.2

create_clock -name clk0 -period $clk_period [get_ports {Clk}]

set non_clock_inputs [all_inputs -no_clocks]
set_input_delay [expr $clk_period * $clk_io_pct] -clock clk0 $non_clock_inputs
set_output_delay [expr $clk_period * $clk_io_pct] -clock clk0 [all_outputs]
==> Slide: Implementation Results <==
Run Summary

Run status
  – Status: complete, no violations

Yosys
  – Synth Flop Type: dfxtp_1
  – Post-synth ARST share: 0%
  – Yosys reg bits: around 130
  – Ys cells: between 1000 and 1500
  – Cell area after synthesis: 10800 µm²
  – EDFF count, synth: 0
  – Yosys stat area: 10800 µm²
  – Register share after synthesis: 23.7%
  – Gate count after technology mapping: 1359
  – Distinct cells, synth: 82
  – Avg Inst Size Synth: 7.96 µm²
  – Synth warnings: approximately 80

Final layout
  – Commonest Layout Cell: clkdlybuf4s50_1
  – Cell area after layout: 16000 µm²
  – Commonest non-fill, non-tap cells in the layout: clkdlybuf4s50_1 (386), dfxtp_1 (128), nor2_1 (118), nor2b_1 (110)
  – Layout cells sized above 1: 6.15%
  – Area grow syn2layout: 48.1%
  – Post-layout util: between 20% and 30%
  – Fin cells: 2476

Timing
  – Max_slew headroom: 38.4%
  – Fin. Hold Viols: 0
  – Min Clock Period, post-route: 9.98 ns
  – Post-layout period usage: 42.5%
  – Final setup TNS: 0 ns
  – Post-route worst setup slack: 13.52 ns
  – Slew Viols, Final: 0
  – Final hold slack: 4.74 ns
  – Unrepaired setup endpoints after global routing: no
  – Fmax achieved: 100 MHz
  – Worst-Margin Slew: slightly above 0.9 ns
  – Endpoints failing setup: 0

Global routing
  – Vias in the first global route: 11506
  – First-pass GRT wire length: 74900 µm
  – GRT Total Usage: 14.7%
  – Largest net degree at the start of global routing: 65
  – Grt total ovfl: 0
  – Initial antenna violation count: 8

CTS
  – Root buffer cell: clkbuf_16
  – CTS Buf Count: 17
  – Post-CTS resize count: 0
  – # H-tree levels: 4
  – Clock Path Buffers: 2
  – Clk sinks: around 130
  – Setup bufs post-CTS: 0
  – TritonCTS clock tree: yes
  – Hold buffers post-CTS: 0
  – CTS clk-pin slew, worst paths: roughly 0.070 ns

Run
  – Tool warnings: 91
  – Max cap viols: 0

Worst setup path
  – Most common cell on crit path: or3_1
  – Critical Path RT: 23.83 ns
  – Maximum fanout along the worst path: 45
  – CP Launch Type: input pin
  – Slowest stage delay, CP: 0.54 ns
  – Kind of end point of the critical path: flip-flop
  – Crit path depth: 19
  – Critical-path top delay cell: or4_1
  – Critical-path cell list: clkdlybuf4s50_1 > or3_1 > nor3_2 > nand4_1 > a21boi_4 > buf_4 > mux2i_1 > inv_1 > ha_1 > nor2b_1 > or4_1 > or3_1 > a211oi_1 > or3b_2 > o221ai_2 > a21boi_1 > xor2_1 > a221oi_1 > nor2_1
  – Critical path class: in2reg
  – Top delay family on crit path: simple AND/OR/NAND/NOR gates
  – WP buf/inv: 3
  – Crit. Startpoint: IRE[27]
  – Critical path arrival: 10.31 ns

Power and ir drop
  – Sw Pwr: 0.256 mW
  – Net Sw Frac: 33.5%
  – Static leakage: slightly above 6 nW
  – VDD IR max: ~0.046 mV
  – Cell area power density: 47.6 nW/µm²
  – Pint: 0.507 mW
  – Pwr Total: about 0.76 mW
  – Sequential share of power: 30.8%
  – Logic pwr share: a little over a third
  – Clock share of power: 34.2%

Routing
  – Post-route ant nets: 0
  – Drt total wl: 51100 µm
  – DR WL/cell: 20.6 µm
  – Drt initial violations: 836
  – Via density per instance: roughly 4.6
  – Drt pass-1 iters: 5
  – DRC: 0
  – Via count: 11479

Floorplan
  – FP Util: 18.8%
  – CORE AREA: 57600 µm²
  – Row Count: approximately 88
  – DIE AREA: 68100 µm²
  – Die width: 261 µm
  – Die height: 261 µm
  – Boundary Pins: ~390

Place
  – Area after DPL: 15500 µm²
  – Hpwl dp: approximately 42000 µm
  – Buffers on Ports: around 390
  – Gpl congestion: 0.971
  – Setup WS pre-CTS: around 13 ns
  – Placed cells: approximately 2400

Hold path
  – WHS Path Cells: 2
  – Hold EP: AOM[27]
  – Hold_sp: Reset
  – Hold Path Class: in2reg
==> routing by layer <==
metal | routed length [µm] | GRT usage [%] | up-vias
met5 | 52 | 0 | -
met4 | 1370 | 3.32 | 10
met3 | 5360 | 6.09 | 71
met2 | 22100 | 22.4 | 502
met1 | 22200 | 19.4 | 5328
li1 | - | - | 5568
==> area by class of cell <==
type / instances / area, µm²
clock inverters: 14 / 129
multi-input cells: 1046 / 7570
inverters: 96 / 360
flip-flops and latches: 128 / 2560
fillers: 6100 / 41600
clock buffers: 17 / 425
diodes: 3 / 7.51
well taps: 765 / 957
repair buffers: 407 / 4010
==> cell usage after synthesis, types with 20 or more instances <==
master | count | area, µm²
dfxtp_1 | 128 | 2560
o21ai_0 | 52 | 260
a21oi_1 | 99 | 495
and2_1 | 22 | 138
mux2i_1 | 27 | 270
ha_1 | 99 | 1240
nor2b_1 | 110 | 688
nand2_1 | 74 | 278
inv_1 | 95 | 357
clkbuf_1 | 71 | 267
nand3_1 | 25 | 125
xnor2_1 | 39 | 342
o22ai_1 | 20 | 125
nor2_1 | 119 | 447
a211oi_1 | 77 | 578
==> cell families after synthesis <==
group                    after synthesis  share of synthesized area (%)
AND-OR/OR-AND                        405                           25.9
multiplexers                          56                           7.29
AND/OR/NAND/NOR                      437                           20.9
adder cells (fa/ha/maj)              101                           11.8
XOR/XNOR                              47                           3.87
flip-flops                           128                           23.7
buffers and inverters                185                           6.57
==> registers in the layout, summed over array words and instances, names as in the netlist <==
| name | count |
|---|---|
| IRM | 32 |
| PC4M | 32 |
| RTM | 32 |
| AOM | 32 |
==> power groups by stage <==
stage	clock (mW)	sequential, mW	combinational, mW
4_1_cts	0.274	0.235	0.268
6_report	0.261	0.235	0.267
5_1_grt	0.281	0.236	0.292
==> worst max-delay path by stage <==
stage	end	slack, ns
finish	AOM[26]	13.52
global route	AOM[26]	13.24
CTS	AOM[26]	13.62
No activity file was given, so power comes from the tool's default toggle rates.

`flow/run.sh`:
```
#!/bin/bash
# OpenROAD 26Q1-2900-gdf79404cd8, Yosys 0.63+post, stock flow scripts
make -C /OpenROAD-flow-scripts/flow DESIGN_CONFIG=/design/flow/config.mk WORK_HOME=/design/flow/orfs finish
```
`flow/config.mk`:
```
export PLATFORM = sky130hd
export DESIGN_NAME = D
export DESIGN_NICKNAME = D
export VERILOG_FILES = /design/flow/design.v
export SDC_FILE = /design/flow/constraint.sdc
export NUM_CORES = 4
export LEC_CHECK = 1
export CORE_UTILIZATION = 40
```
`flow/constraint.sdc`:
```
current_design D

set clk_period 9.5
set clk_io_pct 0.2

create_clock -name clk0 -period $clk_period [get_ports {Clk}]

set non_clock_inputs [all_inputs -no_clocks]
set_input_delay [expr $clk_period * $clk_io_pct] -clock clk0 $non_clock_inputs
set_output_delay [expr $clk_period * $clk_io_pct] -clock clk0 [all_outputs]
```
`flow/design.v`:
```
`timescale 1ns / 1ps
module ctrl(
    input [5:0] OpCode,
    input [5:0] Funct,
	 output [1:0] NPC_Sel,
	 output NPCOp,
    output [1:0] ExtOp,
	 output ALUSrc,
    output [2:0] ALUOp,
	 output MemWrite,
	 output [1:0] RegDst,
	 output [1:0] DataSrc,
    output RegWrite
    );
	assign nop = (OpCode == 6'b000000 && Funct == 6'b000000) ? 1 : 0;
	assign jr = (OpCode == 6'b000000 && Funct == 6'b001000) ? 1 : 0;
	assign jalr = (OpCode == 6'b000000 && Funct == 6'b001001) ? 1 : 0;
	assign addu = (OpCode == 6'b000000 && Funct == 6'b100001) ? 1 : 0;
	assign subu = (OpCode == 6'b000000 && Funct == 6'b100011) ? 1 : 0;
	assign slt = (OpCode == 6'b000000 && Funct == 6'b101010) ? 1 : 0;
	assign beq = (OpCode == 6'b000100) ? 1 : 0;
	assign addiu = (OpCode == 6'b001001) ? 1 : 0;
	assign ori = (OpCode == 6'b001101) ? 1 : 0;
	assign lui = (OpCode == 6'b001111) ? 1 : 0;
	assign lw = (OpCode == 6'b100011) ? 1 : 0;
	assign sw = (OpCode == 6'b101011) ? 1 : 0;
	assign j = (OpCode == 6'b000010) ? 1 : 0;
	assign jal = (OpCode == 6'b000011) ? 1 : 0;
	assign NPC_Sel = (nop + addu + subu + slt + addiu + ori + lui + lw + sw) ? 2'b00 :
	                 (j + jal) ? 2'b01 :
						  (beq) ? 2'b10 :
						  (jr + jalr) ? 2'b11 :
						  2'bxx;
	assign NPCOp = (j + jal) ? 1'b1 :
	               (beq) ? 1'b0 :
						1'bx;
	assign ExtOp = (ori) ? 2'b00 :
	               (addiu + lw + sw) ? 2'b01 :
						(lui) ? 2'b10 :
						2'bxx;
	assign ALUSrc = (jr + jalr + addu + subu + slt + beq) ? 1'b0 :
	                (addiu + ori + lui + lw + sw) ? 1'b1 :
						 1'bx;
	assign ALUOp = (addu + addiu + lw + sw) ? 3'b001 :
	               (subu + beq) ? 3'b010 :
						(jr + jalr + ori) ? 3'b100 :
						(slt) ? 3'b110 :
						(lui) ? 3'b111 :
						3'bxxx;
	assign MemWrite = (nop + jr + jalr + addu + subu + slt + beq + addiu + ori + lui + lw + j + jal) ? 1'b0 :
	                  (sw) ? 1'b1 :
							1'bx;
	assign RegDst = (addu + subu + slt) ? 2'b00 :
	                (addiu + ori + lui + lw) ? 2'b01 :
						 (jalr + jal) ? 2'b10 :
						 2'bxx;
	assign DataSrc = (addu + subu + slt + addiu + ori + lui) ? 2'b00 :
	                 (lw) ? 2'b01 :
						  (jalr + jal) ? 2'b10 :
						  2'bxx;
	assign RegWrite = (nop + jr + beq + sw + j) ? 1'b0 :
	                  (jalr + addu + subu + slt + addiu + ori + lui + lw + jal) ? 1'b1 :
							1'bx;
endmodule
`timescale 1ns / 1ps
module D(
    input [31:0] IRD,
    input [31:0] PC4D,
    input Clk,
    input Reset,
    input FlushE,
    input [2:0] Forward_RS_D_Sel,
    input [2:0] Forward_RT_D_Sel,
    input [31:0] PC4fromE,
    input [31:0] AO,
    input [31:0] PC4fromM,
    input [31:0] MUX_RF_WD_OUT,
    output Branch,
    output [1:0] NPC_Sel,
    output [31:0] NPC,
	 output [31:0] MF_RS_D_OUT,
    output reg [31:0] IRE,
    output reg [31:0] PC4E,
    output reg [31:0] RSE,
    output reg [31:0] RTE,
    output reg [31:0] EXTE,
    input [4:0] MUX_RF_A3_OUT,
    input We
    );
	wire [31:0] Rd1, Rd2, Ext, MF_RS_D_OUT, MF_RT_D_OUT;
	wire [1:0] ExtOp;
	wire NPCOp;
	initial begin
		IRE = 32'b0;
		PC4E = 32'b0;
		RSE = 32'b0;
		RTE = 32'b0;
		EXTE = 32'b0;
	end
	always @(posedge Clk) begin
		if (Reset == 1'b1 || FlushE == 1) begin
			IRE = 32'b0;
			PC4E = 32'b0;
			RSE = 32'b0;
			RTE = 32'b0;
			EXTE = 32'b0;
		end else begin
			IRE = IRD;
			PC4E = PC4D;
			RSE = MF_RS_D_OUT;
			RTE = MF_RT_D_OUT;
			EXTE = Ext;
		end
	end
	ctrl controllerD (
    .OpCode(IRD[31:26]), 
    .Funct(IRD[5:0]), 
    .NPC_Sel(NPC_Sel), 
	 .NPCOp(NPCOp),
    .ExtOp(ExtOp)
    );
	grf GRFD (
    .A1(IRD[25:21]), 
    .A2(IRD[20:16]), 
    .A3(MUX_RF_A3_OUT), 
    .Wd(MUX_RF_WD_OUT), 
    .We(We), 
    .Clk(Clk), 
    .Reset(Reset), 
    .Rd1(Rd1), 
    .Rd2(Rd2)
    );
	cmp CMPD (
    .Rd1(MF_RS_D_OUT), 
    .Rd2(MF_RT_D_OUT), 
    .OpCode(IRD[31:26]), 
    .Branch(Branch)
    );
	npc NPCD (
    .PC4(PC4D), 
    .I26(IRD[25:0]), 
    .NPCOp(NPCOp), 
    .NPC(NPC)
    );
	ext EXTD (
    .ExtOp(ExtOp), 
    .Imm(IRD[15:0]), 
    .Ext(Ext)
    );
	mf MF_RS_D (
    .PC4E(PC4fromE), 
    .AO(AO), 
    .PC4M(PC4fromM), 
    .Wd(MUX_RF_WD_OUT), 
    .Rd(Rd1), 
    .Forward_Sel(Forward_RS_D_Sel), 
    .MF_OUT(MF_RS_D_OUT)
    );
	mf MF_RT_D (
    .PC4E(PC4fromE), 
    .AO(AO), 
    .PC4M(PC4fromM), 
    .Wd(MUX_RF_WD_OUT), 
    .Rd(Rd2), 
    .Forward_Sel(Forward_RT_D_Sel), 
    .MF_OUT(MF_RT_D_OUT)
    );
endmodule
`timescale 1ns / 1ps
module cmp(
    input [31:0] Rd1,
    input [31:0] Rd2,
    input [5:0] OpCode,
    output Branch
    );
	assign Branch = ((OpCode == 6'b000100 && Rd1 == Rd2) 
	                ) ? 1 : 0;
endmodule
`timescale 1ns / 1ps
module ext(
    input [1:0] ExtOp,
    input [15:0] Imm,
    output reg [31:0] Ext
    );
	always @(*) begin
		case (ExtOp)
			2'b00: begin
				Ext = {16'b0, Imm};
			end
			2'b01: begin
				Ext = {{16{Imm[15]}}, Imm};
			end
			2'b10: begin
				Ext = {Imm, 16'b0};
			end
			2'b11: begin
				Ext = 32'b0;
			end
		endcase
	end
endmodule
`timescale 1ns / 1ps
module grf(
    input [4:0] A1,
    input [4:0] A2,
    input [4:0] A3,
    input [31:0] Wd,
    input We,
    input Clk,
    input Reset,
    output [31:0] Rd1,
    output [31:0] Rd2
    );
	reg [31:0] generalRegister[31:0];
	integer i;
	initial begin
		for(i=0; i<32; i=i+1) begin
			generalRegister[i] = 0;
		end
	end
	assign Rd1 = generalRegister[A1];
	assign Rd2 = generalRegister[A2];
	always @(posedge Clk) begin
		if (Reset) begin
			for(i=0; i<32; i=i+1) begin
				generalRegister[i] = 0;
			end
		end else begin
			if (We == 1 && A3 != 0) begin
				generalRegister[A3] = Wd;
			end
		end
	end
endmodule
`timescale 1ns / 1ps
module npc(
    input [31:0] PC4,
    input [25:0] I26,
    input NPCOp,
    output [31:0] NPC
    );
	assign NPC = (NPCOp == 1'b1) ? {PC4[31:28], I26[25:0], 2'b00} :
											 PC4 + {{14{I26[15]}}, I26[15:0], 2'b00};
endmodule
`timescale 1ns / 1ps
module mf(
    input [31:0] PC4E,
    input [31:0] AO,
    input [31:0] PC4M,
    input [31:0] Wd,
    input [31:0] Rd,
    input [2:0] Forward_Sel,
    output [31:0] MF_OUT
    );
	assign MF_OUT = (Forward_Sel == 3'b100) ? (PC4E+4) : 
	                (Forward_Sel == 3'b011) ? AO : 
						 (Forward_Sel == 3'b010) ? (PC4M+4) : 
						 (Forward_Sel == 3'b001) ? Wd : 
						 (Forward_Sel == 3'b000) ? Rd : 
						 3'bxxx; 
endmodule
```
==> ci_impl_report.md <==
## PnR job results

| Metric | Value |
|---|---|
| Synth top cell by count | edfxtp_1 |
| FF+latch count, synth | roughly 1200 |
| Total wire length | 285400 µm |
| Crit path DAT | 7.31 ns |
| Worst R2R Start | GRFD.generalRegister[27][26]$_SDFFCE_PN0P_ |
| First DRT Iteration DRCs | about 3900 |
| # DRC | 0 |
| Total grt overflow | 0 |
| Yosys top cell by area | edfxtp_1 |
| CP Class | in2out |
| Type of element capturing the critical path | output port |
| Area delta synth->final | 17.82% |
| Cells in synth_stat.txt | approximately 4800 |
| Mapped Cells | around 4800 |
| Ys Warns | 17 |
| Hold buffers post-CTS | 0 |
| Top area cell types | edfxtp_1 48%, mux4_2 18%, and2_1 9.7% |
| Antenna violations before repair | 24 |
| Synth Flop Type | edfxtp_1 |
| Top cell area share | around 48% |
| Syn_area_per_cell | about 13 µm² |
| Clock sink count | around 1200 |
| Yosys chip area | about 64000 µm² |
| DR vias/cell | ~6.4 |
| Clk root buf | clkbuf_16 |
| Vias in the first global route | 48740 |
| First-pass GRT wire length | 391000 µm |
| Tightest Pin Transition | about 1.4 ns |
| Crit path from | IRD[16] |
| Worst skew pair latency | 0.81 ns |
| XOR-XNOR Cells, Area Fraction | 1.515% |
| Max_cap viols | 0 |
| Clock slew at reported path FFs | ~0.070 ns |
| Peak supply drop | about 0.00020 V |
| Dpl hpwl | ~190000 µm |
| Total track usage | between 30% and 40% |
| Final Critical Period | 9.211 ns |
| Wire per inst | between 30 and 40 µm |
| Final ANT Viol Nets | 0 |
| Chip area | 162000 µm² |
| Final Hold Violation Tally | 0 |
| FF-to-FF setup slack | around 6.3 ns |
| Slew HR | between 8 and 9% |
| RSZ-0062 raised after global routing | false |
| Share of layout cells above drive strength 1 | between 20% and 30% |
| Post-synthesis sequential area ratio | 52.93% |
| Horiz. Die Dim | about 400 µm |
| Synth mux share | 20.18% |
| Cell Pwr Density | roughly 180 nW/µm² |
| Final setup viols | 0 |
| Detailed Routing Iterations Pass 1 | 6 |
| CTS tree | built |
| CP Launch Type | input port |
| Post_cts resized | 0 |
| Reg2reg end | RSE[26]$_SDFF_PP0_ |
| Total negative slack | 0 ns |
| Final Core Density | between 40% and 50% |
| # IOs | roughly 430 |
| H-tree levels | 4 |
| Hold Crit Class | reg2reg |
| Setup Fix Bufs, Post-CTS | 0 |
| Via count | ~47000 |
| Worst EP required | around 7.6 ns |
| Final cell count without fillers | around 7400 |
| Final tally of max-slew violations | 0 |
| Clock Skew | 0.02306 ns |
| AND-OR/OR-AND Cells, Area Fraction | under 10% |
| Adder Area Share | less than 1% |
| TritonCTS buffer count | roughly 130 |
| Cells after DPL | slightly above 7000 |
| Synth async-reset ratio | 0% |
| Outcome | finished clean |
| Mapped Area | about 64000 µm² |
| Crit-path max FO | 57 |
| CTS Buffer Depth | 3 |
| Die Height | a little over 400 µm |
| Largest net degree at the start of global routing | roughly 67 |
| Simple share | 15.32% |
| Initial core utilization | ~40% |
| Critical Path End | Branch |
| Gpl congestion | between 1 and 1.5 |
| Post-synth top cells | 1024 x edfxtp_1, 990 x and2_1, 517 x mux4_2 |
| PortBufs | 433 |
| Distinct lib cells used | a little under 90 |
| Tool warning count | 26 |
| Num rows | 146 |
| Final period util | just under 100% |
| Maximum clock frequency | ~110 MHz |
| R2R depth | 8 |
| CORE AREA | 158700 µm² |
| P_leak | about 26 nW |
| EDFF count, synth | 1024 |
| Dominant comb cell | multiplexers |
-- worst max-delay path: stages --
cell and delay, ns:
buf_8 0.39, buf_12 0.42, mux4_2 0.56, and2_1 0.17
a2111oi_0 0.90, a31oi_1 0.24, a31oi_1 0.71, xnor2_1 0.14
nor3_1 0.54, buf_4 0.21, nand4_1 0.15, nor3_2 0.31
clkdlybuf4s50_1 0.50
-- final cells by class --
class / count / area [µm²]
inverters: 59 / 221.5
clock buffers: 162 / 3500
fillers: 13520 / 83160
repair buffers: 680 / 6360
well taps: 2072 / 2592
clock inverters: 77 / 737.0
flip-flops and latches: 1184 / 33950
diodes: 27 / 67.56
multi-input cells: 3115 / 28150
-- report_power, final --
| group | switching [mW] | internal [mW] |
|---|---|---|
| clock network | 2.24 | 2.87 |
| registers | 0.134 | 5.92 |
| logic | 1.25 | 0.839 |
| total | 3.62 | 9.62 |
-- kinds of logic (layout without fill, tap and decap cells) --
kind of cell,after synthesis,after routing
other,1,59
flip-flops,1184,1184
AND-OR/OR-AND,548,548
XOR/XNOR,111,111
adder cells (fa/ha/maj),32,32
buffers and inverters,513,978
multiplexers,642,642
AND/OR/NAND/NOR,1750,1750
-- per-layer routing --
metal / routed length, µm / up-vias / global-route usage [%]
li1: - / 18930 / -
met1: 85690 / 22590 / 40.84
met2: 122300 / 4332 / 51.68
met3: 55370 / 936 / 31.46
met4: 19450 / 76 / 20.24
met5: 2627 / - / 11.78
-- registers in the layout (all words and copies together), names as in the netlist --
signal / flops
RSE: 32
IRE: 32
PC4E: 32
RTE: 32
EXTE: 32
GRFD.generalRegister: 1024
-- worst min path at each step --
stage / start / to / slack (ns) / cells after the start
finish: GRFD.generalRegister[22][11]$_SDFFCE_PN0P_ / RTE[11]$_SDFF_PP0_ / 1.14 / 5
global route: GRFD.generalRegister[23][11]$_SDFFCE_PN0P_ / RTE[11]$_SDFF_PP0_ / 1.17 / 5
CTS: GRFD.generalRegister[22][11]$_SDFFCE_PN0P_ / RTE[11]$_SDFF_PP0_ / 1.10 / 5
-- cell usage in the layout (no fill, tap or decap), types with 58 or more instances in the layout --
cell / instances
nand2_1: 166
mux2i_1: 97
nor3_1: 140
mux4_2: 517
xnor2_1: 58
dfxtp_1: 160
buf_4: 233
a22oi_1: 61
clkdlybuf4s50_1: 417
and2_1: 990
clkbuf_16: 134
nand3_1: 66
edfxtp_1: 1024
nor2_1: 180
o21ai_0: 81
a21oi_1: 124
o22ai_1: 65
-- through the flow --
stage | total power [mW] | hold slack (ns) | instance area [µm²] | setup slack, ns
after global placement | 8.158 | 1.115 | 71280 | 0.3759
after CTS | 13.21 | 1.102 | 75510 | 0.4474
after global routing | 13.55 | 1.171 | 75530 | 0.1954
after floorplan | 7.137 | 0.8237 | 64270 | 3.092
after detailed placement | 8.162 | 1.088 | 71280 | 0.4559
final | 13.24 | 1.137 | 75580 | 0.2892
No activity file was given, so power comes from the tool's default toggle rates.

==> flow/design.v <==
`timescale 1ns / 1ps
module ATDecoder(
    input [31:0] Instr,
    output [4:0] A1,
    output [4:0] A2,
    output [4:0] A3,
    output [3:0] ic
    );
	wire [5:0] OpCode, Funct;
	assign OpCode = Instr[31:26];
	assign Funct = Instr[5:0];
	assign nop = (OpCode == 6'b000000 && Funct == 6'b000000) ? 1 : 0;
	assign jr = (OpCode == 6'b000000 && Funct == 6'b001000) ? 1 : 0;
	assign jalr = (OpCode == 6'b000000 && Funct == 6'b001001) ? 1 : 0;
	assign addu = (OpCode == 6'b000000 && Funct == 6'b100001) ? 1 : 0;
	assign subu = (OpCode == 6'b000000 && Funct == 6'b100011) ? 1 : 0;
	assign slt = (OpCode == 6'b000000 && Funct == 6'b101010) ? 1 : 0;
	assign beq = (OpCode == 6'b000100) ? 1 : 0;
	assign addiu = (OpCode == 6'b001001) ? 1 : 0;
	assign ori = (OpCode == 6'b001101) ? 1 : 0;
	assign lui = (OpCode == 6'b001111) ? 1 : 0;
	assign lw = (OpCode == 6'b100011) ? 1 : 0;
	assign sw = (OpCode == 6'b101011) ? 1 : 0;
	assign j = (OpCode == 6'b000010) ? 1 : 0;
	assign jal = (OpCode == 6'b000011) ? 1 : 0;
	assign ic = (addu + subu + slt) ? 4'b0001 : 
	            (addiu + ori + lui) ? 4'b0010 :
					(lw) ? 4'b0011 :
					(sw) ? 4'b0100 :
					(beq) ? 4'b0101 :
					(j) ? 4'b0110 :
					(jr) ? 4'b0111 :
					(jal) ? 4'b1000 :
					(jalr) ? 4'b1001 :
					4'b0000;
	assign A1 = (ic == 4'b0001 || ic == 4'b0010 || ic == 4'b0011 || 
						ic == 4'b0100 || ic == 4'b0101 || ic ==4'b0111 || ic == 4'b1001) ? Instr[25:21] :
					5'b0;
	assign A2 = (ic == 4'b0001 || ic == 4'b0101 || ic == 4'b0100) ? Instr[20:16] :
					5'b0;
	assign A3 = (ic == 4'b0001 || ic == 4'b1001) ? 
						((Instr[15:11] == 5'b0) ? 5'b0 : Instr[15:11]) :
					(ic == 4'b0010 || ic == 4'b0011) ? 
						((Instr[20:16] == 5'b0) ? 5'b0 : Instr[20:16]) :
					(ic == 4'b1000) ? 5'b11111 :
					5'b0;
endmodule
`timescale 1ns / 1ps
module hazard(
    input [31:0] Instr,
    input Clk,
    input Reset,
    output StallF,
    output StallD,
    output FlushE,
    output [2:0] Forward_RS_D_Sel,
    output [2:0] Forward_RT_D_Sel,
    output [2:0] Forward_RS_E_Sel,
    output [2:0] Forward_RT_E_Sel,
    output [2:0] Forward_RT_M_Sel
    );
	wire [4:0] A1D, A2D, A3D;
	wire [3:0] icD;
	reg [4:0] A1E, A2E, A3E, A1M, A2M, A3M, A1W, A2W, A3W;
	reg [3:0] icE, icM, icW;
	wire stall;
	assign StallF = stall;
	assign StallD = stall;
	assign FlushE = stall;
	assign stall = stall_E || stall_M;
		assign stall_E = (A3E != 5'b0 && (
							  (icE == 4'b0001 && stall_E_cal_r) || 
							  (icE == 4'b0010 && stall_E_cal_i) || 
							  (icE == 4'b0011 && stall_E_load)));
			assign stall_E_cal_r = ((icD == 4'b0101 && 
												((A1D != 5'b0 && A1D == A3E) || (A2D != 5'b0 && A2D == A3E))) || 
										  (icD == 4'b0111 && 
												A1D != 5'b0 && A1D == A3E) || 
										  (icD == 4'b1001 && 
												A1D != 5'b0 && A1D == A3E));
			assign stall_E_cal_i = ((icD == 4'b0101 && 
												((A1D != 5'b0 && A1D == A3E) || (A2D != 5'b0 && A2D == A3E))) || 
										  (icD == 4'b0111 && 
												A1D != 5'b0 && A1D == A3E) || 
										  (icD == 4'b1001 && 
												A1D != 5'b0 && A1D == A3E));
			assign stall_E_load = ((icD == 4'b0101 && 
												((A1D != 5'b0 && A1D == A3E) || (A2D != 5'b0 && A2D == A3E))) ||
										 (icD == 4'b0001 && 
												(A1D == A3E || A2D == A3E)) ||
										 (icD == 4'b0010 && 
												A1D != 5'b0 && A1D == A3E) ||
										 (icD == 4'b0011 && 
												A1D != 5'b0 && A1D == A3E) ||
										 (icD == 4'b0100 && 
												A1D != 5'b0 && A1D == A3E) ||
										 (icD == 4'b0111 && 
												A1D != 5'b0 && A1D == A3E) || 
										 (icD == 4'b1001 && 
												A1D != 5'b0 && A1D == A3E));
		assign stall_M = (A3M != 5'b0 && 
							  icM == 4'b0011 && stall_M_load);
			assign stall_M_load = ((icD == 4'b0101 && 
												(A1D != 5'b0 && A1D == A3M || A2D != 5'b0 && A2D == A3M)) || 
										 (icD == 4'b0111 && 
												A1D != 5'b0 && A1D == A3M) || 
										 (icD == 4'b1001 && 
												A1D != 5'b0 && A1D == A3M));
	assign Forward_RS_D_Sel = ((A1D != 5'b0 && A3E != 5'b0 && A1D == A3E && 
												(icE == 4'b1000 || icE == 4'b1001)) ? 3'b100 :
										(A1D != 5'b0 && A3M != 5'b0 && A1D == A3M && 
												(icM == 4'b0001 || icM == 4'b0010)) ? 3'b011 :
										(A1D != 5'b0 && A3M != 5'b0 && A1D == A3M && 
												(icM == 4'b1000 || icM == 4'b1001)) ? 3'b010 :
										(A1D != 5'b0 && A3W != 5'b0 && A1D == A3W && 
												(icW == 4'b0001 || icW == 4'b0010 || icW == 4'b0011 || icW == 4'b1000 || icW == 4'b1001)) ? 3'b001 :
										3'b000);
	assign Forward_RT_D_Sel = ((A2D != 5'b0 && A3E != 5'b0 && A2D == A3E && 
												(icE == 4'b1000 || icE == 4'b1001)) ? 3'b100 :
										(A2D != 5'b0 && A3M != 5'b0 && A2D == A3M && 
												(icM == 4'b0001 || icM == 4'b0010)) ? 3'b011 :
										(A2D != 5'b0 && A3M != 5'b0 && A2D == A3M && 
												(icM == 4'b1000 || icM == 4'b1001)) ? 3'b010 :
										(A2D != 5'b0 && A3W != 5'b0 && A2D == A3W && 
												(icW == 4'b0001 || icW == 4'b0010 || icW == 4'b0011 || icW == 4'b1000 || icW == 4'b1001)) ? 3'b001 :
										3'b000);
	assign Forward_RS_E_Sel = ((A1E != 5'b0 && A3M != 5'b0 && A1E == A3M && 
												(icM == 4'b0001 || icM == 4'b0010)) ? 3'b011 :
										(A1E != 5'b0 && A3M != 5'b0 && A1E == A3M && 
												(icM == 4'b1000 || icM == 4'b1001)) ? 3'b010 :
										(A1E != 5'b0 && A3W != 5'b0 && A1E == A3W && 
												(icW == 4'b0001 || icW == 4'b0010 || icW == 4'b0011 || icW == 4'b1000 || icW == 4'b1001)) ? 3'b001 :
										3'b000);
	assign Forward_RT_E_Sel = ((A2E != 5'b0 && A3M != 5'b0 && A2E == A3M && 
												(icM == 4'b0001 || icM == 4'b0010)) ? 3'b011 :
										(A2E != 5'b0 && A3M != 5'b0 && A2E == A3M && 
												(icM == 4'b1000 || icM == 4'b1001)) ? 3'b010 :
										(A2E != 5'b0 && A3W != 5'b0 && A2E == A3W && 
												(icW == 4'b0001 || icW == 4'b0010 || icW == 4'b0011 || icW == 4'b1000 || icW == 4'b1001)) ? 3'b001 :
										3'b000);
	assign Forward_RT_M_Sel = ((A2M != 5'b0 && A3W != 5'b0 && A2M == A3W && 
												(icW == 4'b0001 || icW == 4'b0010 || icW == 4'b0011 || icW == 4'b1000 || icW == 4'b1001)) ? 3'b001 :
										3'b000);
	initial begin
		A1E = 5'b0; A2E = 5'b0; A3E = 5'b0; 
		A1M = 5'b0; A2M = 5'b0; A3M = 5'b0; 
		A1W = 5'b0; A2W = 5'b0; A3W = 5'b0; 
		icE = 4'b0; icM = 4'b0; icW = 4'b0;
	end
	always @(posedge Clk) begin
		if (Reset) begin
			A1E <= 5'b0; A2E <= 5'b0; A3E <= 5'b0; 
			A1M <= 5'b0; A2M <= 5'b0; A3M <= 5'b0; 
			A1W <= 5'b0; A2W <= 5'b0; A3W <= 5'b0; 
			icE <= 4'b0; icM <= 4'b0; icW <= 4'b0;
		end else if (stall) begin
			A1E <= 5'b0; A2E <= 5'b0; A3E <= 5'b0; 
			A1M <= A1E; A2M <= A2E; A3M <= A3E; 
			A1W <= A1M; A2W <= A2M; A3W <= A3M; 
			icE <= icD; icM <= icE; icW <= icM;
		end else begin
			A1E <= A1D; A2E <= A2D; A3E <= A3D; 
			A1M <= A1E; A2M <= A2E; A3M <= A3E; 
			A1W <= A1M; A2W <= A2M; A3W <= A3M; 
			icE <= icD; icM <= icE; icW <= icM;
		end
	end
	ATDecoder at (
    .Instr(Instr), 
    .A1(A1D), 
    .A2(A2D), 
    .A3(A3D), 
    .ic(icD)
    );
endmodule
==> flow/config.mk <==
export PLATFORM = sky130hd
export DESIGN_NAME = hazard
export DESIGN_NICKNAME = hazard
export VERILOG_FILES = /design/flow/design.v
export SDC_FILE = /design/flow/constraint.sdc
export NUM_CORES = 4
export LEC_CHECK = 1
export CORE_UTILIZATION = 50
==> flow/constraint.sdc <==
current_design hazard

set clk_period 8.5
set clk_io_pct 0.2

create_clock -name clk0 -period $clk_period [get_ports {Clk}]

set non_clock_inputs [all_inputs -no_clocks]
set_input_delay [expr $clk_period * $clk_io_pct] -clock clk0 $non_clock_inputs
set_output_delay [expr $clk_period * $clk_io_pct] -clock clk0 [all_outputs]
==> flow/run.sh <==
#!/bin/bash
# OpenROAD 26Q1-2900-gdf79404cd8, Yosys 0.63+post, stock flow scripts
make -C /OpenROAD-flow-scripts/flow DESIGN_CONFIG=/design/flow/config.mk WORK_HOME=/design/flow/orfs finish
==> impl_metrics.toml <==
# physical design summary
[outcome]
status = "finished clean"

[logic_synthesis]
synth-edff-count = 0
ys.flops = 42
async_flop_share_pct = 0
synthFlopType = "dfxtp_1"
ys_types = 61
syn_area_um2 = 3013
syn_inst = 369
ys_area_um2 = 3013
yosys_cells = 369
ys.warnings.count = 21
syn_avg_cell_area_um2 = 8.165
ys_seq_share_pct = 27.91

[cells_and_area]
final_layout_top_logic_cells = "42 x dfxtp_1, 42 x clkdlybuf4s50_1, 34 x nor2_1"
final_cell_area_um2 = 3485
final_core_util_pct = 61.77
drive_above_1_share_pct = 9.463
area_delta_synth_final_pct = 15.66

[route]
drtPass1Iterations = 5
top_layer_used = "met4"
routed_wl_mm = 8.262
wl_per_cell_um = 17.84
vias = 2835
vias_per_cell = 6.123
route.met3.wl_um = 614
dr_wl_met2_mm = 3.702
n_antenna_cell = 0
drt_iter0_markers = 180
drc = 0
met1_length_mm = 3.722
ant_nets = 0

[sta]
finalCritPeriodShare_pct = 78.08
slew_headroom_pct = 50.23
worst_slack_ns = 1.864
final-setup-viol-count = 0
final.setup.tns_ns = 0
rsz0062_at_grt = "false"
final_max_slew_viol_count = 0
max_freq_ghz = 0.1507
final_hold_viol_count = 0
finClkSkew_ns = 0.003648
tightestPinTransition_ns = 0.7387
timing.final.crit_period_ns = 6.636

[worst_setup_path]
arrival_ns = 4.94
r2r_slack_ns = 6.30
critical_path.top_delay_family = "AND-OR/OR-AND gates"
cp-end-kind = "output port"
cp.required_ns = 6.80
max_stage_delay_ns = 0.52
startpoint = "Instr[3]"
timing.rr.start = "A3E[1]"
path_class = "primary input to output port"
crit_fanout = 6
startpoint_type = "primary input"
crit_slowest_cell = "o21ai_0"
critPathBufInv = 2
path_cells = "clkdlybuf4s50_1, nor3b_1, a21oi_1, nor2_1, nor2_1, o21ai_0, o21ai_1, a2111oi_4, clkdlybuf4s50_1"

[grt]
grt_pass1_vias = 2623
grt_pass1_wl_mm = 13.35
grt_max_degree = 43
grt_overflow = 0
antenna_found_initial = 0
grt_use_total_pct = 28.34

[place]
dp_hpwl_mm = 6.204
dpl-instance-area_um2 = 3392
post-place-ws_ns = 1.886
place_congestion = 0.9536
port_buffers = 42

[clock_tree]
cts_tree = "done"
cts_buffers = 5
path_clk_slew_ns = 0.08
h-tree-depth = 2
clk_latency_ns = 0.30
cts-resized-gates = 0
clock_path_buffers = 2
cts_sinks = 42
root_buffer = "clkbuf_8"
cts_setup_buffers = 0
hold_buffers = 0

[power_and_ir_drop]
irDropWorstVdd_v = 0.00008751
powerDensity_nw_per_um2 = 115.2
power_mw = 0.4015
power.leakage_nw = 1.129

[floorplan]
fp_util_pct = 53.40
core_um2 = 5642
std_cell_rows = 27
dieHeight_um = 79.63
top_level_ports = 52
die-width_um = 79.63
chipArea_um2 = 6340

[worst_hold_path]
hold_class = "flip-flop to flip-flop"
min-delay-start = "icE[3]"

[flow_run]
maxCapViolCount = 0
tool_warnings = 32
cell type report:
cell class | count | area [um2]
clock buffer | 5 | 68.82
tap | 72 | 90.09
sequential | 42 | 840.8
fill | 528 | 2157
clock inverter | 3 | 23.77
timing repair buffer | 46 | 450.4
inverter | 13 | 48.80
multi-input combinational | 282 | 1962
layer usage:
| layer | global-route usage, % | up-vias |
|---|---|---|
| met5 | 0 | - |
| met4 | 8.364 | 0 |
| met3 | 5.568 | 23 |
| met2 | 43.59 | 113 |
| met1 | 40.63 | 1311 |
| li1 | - | 1388 |
final timing paths:
check,cells after the start,endpoint
hold / removal,1,icM[3]
setup reg to reg,7,A1E[0]
hold reg to reg,1,icM[3]
setup / recovery,9,Forward_RS_D_Sel[1]
through the flow:
step                std cells  hold WS [ns]
finish                    463        0.4977
global route              463        0.5060
CTS                       463        0.4949
detailed placement        455        0.4853
global placement          455        0.4893
floorplan                 372        0.4389
flip-flops by register name, indices dropped and copies added (netlist names):
name / count
A2E: 5
A3E: 5
A2M: 5
A3W: 5
icW: 4
A1E: 5
icE: 4
A3M: 5
icM: 4
synthesized netlist by cell type (all sizes together) (3+ instances only):
| cell | instances | area (um2) |
|---|---|---|
| nor2 | 36 | 140.1 |
| inv | 13 | 48.80 |
| nand4 | 5 | 31.28 |
| or3 | 4 | 25.02 |
| nor2b | 18 | 112.6 |
| xnor2 | 25 | 219.0 |
| dfxtp | 42 | 840.8 |
| a21oi | 13 | 65.06 |
| clkbuf | 23 | 86.33 |
| o221ai | 3 | 26.28 |
| xor2 | 16 | 140.1 |
| or2 | 6 | 37.54 |
| nand3b | 7 | 52.55 |
| buf | 12 | 86.32 |
| and4b | 3 | 37.54 |
| o211ai | 4 | 30.03 |
| nand3 | 5 | 25.02 |
| nor3 | 12 | 60.06 |
| a221oi | 5 | 43.79 |
| o21ai | 19 | 95.09 |
| or4 | 9 | 67.56 |
| o32ai | 4 | 42.55 |
| nand2b | 5 | 31.28 |
| a31oi | 3 | 18.77 |
| a211oi | 20 | 195.2 |
| nand2 | 7 | 26.28 |
| a22oi | 4 | 30.03 |
| nor4 | 9 | 62.56 |
| o22ai | 6 | 37.54 |
logic make-up after synthesis:
| logic type | synth area share, % |
|---|---|
| xor+xnor | 11.92 |
| simple gates | 27.12 |
| compound gates | 24.83 |
| mux | 0.7475 |
| buf+inv | 7.350 |
| other cells | 0.1245 |
| flops | 27.91 |
power by group:
part	internal [mW]	switching [mW]
registers	0.199	0.00288
clock network	0.0588	0.0755
logic	0.0287	0.0370
No activity file was given, so power comes from the tool's default toggle rates.
